--- flow/run.sh ---
#!/bin/bash
# OpenROAD 26Q1-2900-gdf79404cd8, Yosys 0.63+post, stock flow scripts
make -C /OpenROAD-flow-scripts/flow DESIGN_CONFIG=/design/flow/config.mk WORK_HOME=/design/flow/orfs finish
--- flow/constraint.sdc ---
current_design apb_mux_top

set clk_period 22.5
set clk_io_pct 0.2

create_clock -name clk0 -period $clk_period [get_ports {PCLK}]

set non_clock_inputs [all_inputs -no_clocks]
set_input_delay [expr $clk_period * $clk_io_pct] -clock clk0 $non_clock_inputs
set_output_delay [expr $clk_period * $clk_io_pct] -clock clk0 [all_outputs]
--- flow/config.mk ---
export PLATFORM = sky130hd
export DESIGN_NAME = apb_mux_top
export DESIGN_NICKNAME = apb_mux_top
export VERILOG_FILES = /design/flow/design.v
export SDC_FILE = /design/flow/constraint.sdc
export NUM_CORES = 4
export LEC_CHECK = 1
export CORE_AREA = 10 10 725 725
export DIE_AREA = 0 0 735 735
export SYNTH_HDL_FRONTEND = slang
--- flow/design.v ---
module apb_mux_top #(
    parameter NUM_APB_MASTERS = 16,
    parameter APB_ADDR_WIDTH  = 32,
    parameter APB_DATA_WIDTH  = 32,
    parameter APB_STRB_WIDTH  = APB_DATA_WIDTH/4
)(
    input                       PRESETn,
    input                       PCLK,
    input                                  PSEL_s    [NUM_APB_MASTERS],
    input      [APB_ADDR_WIDTH-1:0]        PADDR_s   [NUM_APB_MASTERS],
    input                                  PWRITE_s  [NUM_APB_MASTERS],
    input      [APB_DATA_WIDTH-1:0]        PWDATA_s  [NUM_APB_MASTERS],
    input                                  PENABLE_s [NUM_APB_MASTERS],
    input      [APB_STRB_WIDTH-1:0]        PSTRB_s   [NUM_APB_MASTERS],  
    input      [2:0]                       PPROT_s   [NUM_APB_MASTERS],  
    output reg [APB_DATA_WIDTH-1:0]        PRDATA_s  [NUM_APB_MASTERS],
    output reg                             PREADY_s  [NUM_APB_MASTERS],
    output reg                             PSLVERR_s [NUM_APB_MASTERS],
    output reg                      PSEL_m,
    output reg [APB_ADDR_WIDTH-1:0] PADDR_m,
    output reg                      PWRITE_m,
    output reg [APB_DATA_WIDTH-1:0] PWDATA_m,
    output reg                      PENABLE_m,
    output reg [APB_STRB_WIDTH-1:0] PSTRB_m,      
    output reg [2:0]                PPROT_m,      
    input      [APB_DATA_WIDTH-1:0] PRDATA_m,
    input                           PREADY_m,
    input                           PSLVERR_m
);
    localparam PTR_WIDTH = $clog2(NUM_APB_MASTERS);
    logic [PTR_WIDTH-1:0]              ptr;             
    logic [NUM_APB_MASTERS-1:0]        current_master; 
    logic [NUM_APB_MASTERS-1:0]        gnt;            
    logic [NUM_APB_MASTERS-1:0]        shift_req;
    logic [NUM_APB_MASTERS-1:0]        shift_gnt;
    logic [2*NUM_APB_MASTERS-1:0]      double_req, double_gnt;
    logic found;
    logic [NUM_APB_MASTERS-1:0] PSEL_packed;
    always_comb begin
        for (int i = 0; i < NUM_APB_MASTERS; i++) begin
            PSEL_packed[i] = PSEL_s[i];
        end
        double_req = {PSEL_packed, PSEL_packed} >> ptr;
        shift_req  = double_req[NUM_APB_MASTERS-1:0];
        shift_gnt = '0;
        found = 1'b0;
        for (int i = 0; i < NUM_APB_MASTERS; i++) begin
            if (shift_req[i] && !found) begin
                shift_gnt[i] = 1'b1;
                found = 1'b1;
            end else begin
                shift_gnt[i] = 1'b0;
            end
        end
        double_gnt = {shift_gnt, shift_gnt} << ptr;
        gnt        = double_gnt[2*NUM_APB_MASTERS-1:NUM_APB_MASTERS];
    end
    always_ff @(posedge PCLK or negedge PRESETn) begin
        if (!PRESETn)
            ptr <= '0;
        else if (|gnt) begin
            for (int i = 0; i < NUM_APB_MASTERS; i++) begin
                if (gnt[i]) begin
                    ptr <= (i == NUM_APB_MASTERS-1) ? '0 : i + 1;
                end
            end
        end
    end
    typedef enum logic [1:0] {
        IDLE   = 2'b00,
        SETUP  = 2'b01,
        ACCESS = 2'b10
    } state_t;
    state_t current_state, next_state;
    always_comb begin
        next_state = current_state;
        case (current_state)
            IDLE: begin
                if (|gnt)
                    next_state = SETUP;
            end
            SETUP: begin
                next_state = ACCESS;
            end
            ACCESS: begin
                if (PREADY_m)
                    next_state = IDLE;
            end
        endcase
    end
    always_ff @(posedge PCLK or negedge PRESETn) begin
        if (!PRESETn) begin
            current_state  <= IDLE;
            current_master <= '0;
        end else begin
            current_state <= next_state;
            if (current_state == IDLE && next_state == SETUP)
                current_master <= gnt;
            else if (current_state == ACCESS && PREADY_m)
                current_master <= '0;
        end
    end
    always_comb begin
        PSEL_m    = 1'b0;
        PADDR_m   = '0;
        PWRITE_m  = 1'b0;
        PWDATA_m  = '0;
        PENABLE_m = 1'b0;
        PSTRB_m   = 1'b0;
        PPROT_m   = 1'b0;
        if (current_state != IDLE) begin
            for (int i = 0; i < NUM_APB_MASTERS; i++) begin
                if (current_master[i]) begin
                    PSEL_m    = PSEL_s[i];
                    PADDR_m   = PADDR_s[i];
                    PWRITE_m  = PWRITE_s[i];
                    PWDATA_m  = PWDATA_s[i];
                    PENABLE_m = (current_state == ACCESS) ? PENABLE_s[i] : 1'b0;
                    PSTRB_m   = PSTRB_s[i];
                    PPROT_m   = PPROT_s[i];
                end
            end
        end
    end
    generate
        for (genvar i = 0; i < NUM_APB_MASTERS; i++) begin : master_resp_gen
            always_comb begin
                PRDATA_s[i]  = '0;
                PREADY_s[i]  = 1'b0;
                PSLVERR_s[i] = 1'b0;
                if (current_master[i] && current_state == ACCESS) begin
                    PRDATA_s[i]  = PRDATA_m;
                    PREADY_s[i]  = PREADY_m;
                    PSLVERR_s[i] = PSLVERR_m;
                end
            end
        end
    endgenerate
endmodule
==> qor.yml <==
layout:
  logic_area_um2: 15880
  nFillCells: 59750
  utilization: 0.09152
  final_area_um2: 46620
  layout-drive-gt1-share: 0.05961
  final_cells: 11540
  area_delta_synth_final_pct: 140.4
  final-seq-area_um2: 610.6
clock_tree:
  cts_root_buffer: "clkbuf_16"
  cts_buffers: 3
  clk_latency_ns: 0.26
  cts_buffer_depth: 2
  cts_sinks: 22
  htreeDepth: 1
  post-cts-setup-buffers: 0
  hold_buffers: 0
  clk_pin_slew_ns: 0.06
  cts_tree: "done"
  cts_resized: 0
global_routing:
  track_usage: 0.09270
  grt_pass1_wl_um: 334600
  grt_max_degree: 113
  overflow: 0
  grt_antenna_before_repair: 103
  grt_pass1_vias: 33540
power:
  power_frac_clock: 0.042
  pwr-share-seq: 0.051
  cellPowerDensity_nw_per_um2: 25.40
  combPwrFrac: 0.907
  power_leakage_nw: 16.31
  p_sw_w: 0.0006002
  switching_share: 0.5069
  p_int_w: 0.0005838
  peakVddDrop_v: 0.00005153
drt:
  drt-vias-per-instance: 3.010
  drt_iter0_markers: 3340
  dr.pass1.iters: 8
  drc: 0
  wl_per_cell_um: 23.01
  finalWirelength_um: 265600
  ant_nets: 0
  via_count: 34740
placed_design:
  dpl.cell_count: 11460
  place_area_um2: 46320
  routabilityCongestion: 0.9931
  port_buffers: 1905
  dpl.hpwl_um: 232600
job:
  tool_warnings: 38
  cap_violations: 0
timing:
  hold_viol_final: 0
  fin_skew_ns: 0.002317
  final.min_clock_period_ns: 12.97
  fin_crit_sh: 0.5766
  drv_slew: 0
  slew_headroom: 0.1993
  tightest_slew_ns: 1.186
  fin_hold_ws_ns: 0.6708
  max_freq_mhz: 77.07
  finalSetupViolCount: 0
  rsz0062_at_grt: "no"
  setup_tns_ns: 0
floorplan:
  core_area_um2: 509400
  chipArea_um2: 540200
  dieWidth_um: 735
  ios: 1906
  num_rows: 262
  die-height_um: 735
  fp-utilization: 0.03807
setup_path:
  regToRegSetupSlack_ns: 17.69
  path_cells: "clkdlybuf4s50_1, nor2b_1, o311ai_1, o21ai_0, buf_4, o21ai_0, o21ai_0, a221o_1, a221o_1, a221o_1, buf_4, a21oi_1, clkdlybuf4s50_1"
  crit_cells: 13
  crit_buf_inv: 4
  critPathCapture: "PWDATA_m[13]"
  cp.arrival_ns: 8.47
  reg2reg_to: "current_state[0]$_DFF_PN0_"
  cpPeakStageDelay_ns: 0.52
  crit_path_start: "PWDATA_s[429]"
  critPathSlowestCell: "clkdlybuf4s50_1"
  cp_top_family: "AND-OR/OR-AND gates"
  path_class: "primary input to output port"
  critPathRequiredTime_ns: 18.00
  cp_max_fo: 1
  worst_setup_path_start_kind: "primary input"
  reg2reg_from: "ptr[1]$_DFFE_PN0P_"
  reg2reg_depth: 11
  cp-end-kind: "output port"
yosys:
  synth_warnings: 0
  ys_area_um2: 19390
  area_leaders: "and3_1, a221o_1, a21oi_1"
  edf_count: 0
  ys.flops: 22
  postSynthAreaPerCell_um2: 6.202
  yosysCellCount: 3127
  netlist_top_cells_count: "and3_1, clkbuf_1, a21oi_1"
  seq_area_frac_synth: 0.02839
  synth.distinct_cells: 89
  yosys.cell_count.top_type: "and3_1"
  async_flop_share: 1.000
  syn-cell-area_um2: 19390
  top_area_frac: 0.1758
  ff_type: "dfrtp_1"
  synth_cells: 3127
  synth_area_leader_cell: "and3_1"
min_path:
  hold_path_class: "flip-flop to flip-flop"
outcome:
  status: "finished clean"
-- per-layer routing --
layer	track usage	wire, um
met5	0	253
met4	0.02750	9861
met2	0.1437	117100
met1	0.1190	109400
met3	0.03600	28870
-- sequential cells by signal, summed over array words and instances (netlist names) --
name / flops
current_master: 16
current_state: 2
ptr: 4
-- layout make-up --
type                    instances  area share
diodes                         79    0.004240
clock buffers                   3    0.001610
clock inverters                 1   0.0006441
inverters                     318     0.02582
multi-input cells            2320      0.3406
flip-flops and latches         22     0.01310
well taps                    6732      0.1807
repair buffers               2067      0.4333
-- power by group through the flow --
stage | clock network, W | logic (W) | registers, W
6_report | 0.0000494 | 0.00107 | 0.0000602
5_1_grt | 0.0000518 | 0.00114 | 0.0000621
4_1_cts | 0.0000502 | 0.00107 | 0.0000613
-- cells in the final DEF, fill, tap and decap left out, drive strengths merged, types with 80 or more instances in the layout --
cell type      instances
clkdlybuf4s50       1887
and3                 546
a21oi                408
inv                  317
o21ai                259
a221o                232
nand2                195
buf                  180
a221oi               155
nor2b                 86
o221ai                80
-- through the flow --
stage               setup WS (ns)  power (W)
floorplan                   11.71  0.0005281
global placement            9.399   0.001130
detailed placement          9.434   0.001128
CTS                         9.421   0.001183
global route                9.297   0.001253
finish                      9.526   0.001184
-- worst reg2reg max path, delay by kind of cell (launching register included) --
| family | cells | cell delay, ns |
|---|---|---|
| flops | 1 | 0.67 |
| mux | 2 | 0.87 |
| compound gates | 4 | 1.63 |
| buf+inv | 1 | 0.61 |
| simple gates | 4 | 0.94 |
-- cells by family (layout without fill, tap and decap cells) --
family / count (synthesis) / count (layout) / share of synthesized area
other cells: 0 / 79 / 0
simple gates: 927 / 927 / 0.2729
compound gates: 1310 / 1310 / 0.4778
buf+inv: 785 / 2389 / 0.1559
flops: 22 / 22 / 0.02839
mux: 83 / 83 / 0.06509
-- worst min path at each step --
stage	startpoint	end	slack (ns)	cells past startpoint
4_1_cts	current_state[1]$_DFF_PN0_	current_state[0]$_DFF_PN0_	0.68	2
5_1_grt	current_state[1]$_DFF_PN0_	current_state[0]$_DFF_PN0_	0.70	2
6_report	current_state[1]$_DFF_PN0_	current_state[0]$_DFF_PN0_	0.67	2
Power figures rest on the tool's default switching activity, not on a simulated workload.
